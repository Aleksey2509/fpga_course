$ cat ./run.sh
#!/bin/bash
# OpenROAD 26Q1-2900-gdf79404cd8, Yosys 0.63+post, stock flow scripts
make -C /OpenROAD-flow-scripts/flow DESIGN_CONFIG=/design/flow/config.mk WORK_HOME=/design/flow/orfs finish
$ cat ./config.mk
export PLATFORM = sky130hd
export DESIGN_NAME = decod_4x16
export DESIGN_NICKNAME = decod_4x16
export VERILOG_FILES = /design/flow/design.v
export SDC_FILE = /design/flow/constraint.sdc
export NUM_CORES = 4
export LEC_CHECK = 1
export CORE_AREA = 10 10 70 70
export DIE_AREA = 0 0 80 80
$ cat ./constraint.sdc
current_design decod_4x16

set clk_period 1.0
set clk_io_pct 0.2

create_clock -name clk0 -period $clk_period

set non_clock_inputs [all_inputs -no_clocks]
set_input_delay [expr $clk_period * $clk_io_pct] -clock clk0 $non_clock_inputs
set_output_delay [expr $clk_period * $clk_io_pct] -clock clk0 [all_outputs]
$ cat ./design.v
module decod_4x16 ( input en, input [3:0] in, output reg [15:0] out);
	always @ (en or in) begin
		out = en ? 1 << in: 0;
	end
endmodule
==> run notes <==
yosys + openroad results -> CP Launch Type=primary input, Vias/cell=2.91, total track usage=between 3 and 4%, Yosys chip area=~120 um2, Post-synth area hogs=nor2_1 (34%), nor3_1 (13%), nand3b_1 (13%), nand2b_1 (10%), or3b_4 (9.4%), ant diodes=0, failing checks=setup timing, Flop pwr share=0%, Cell Type Count=9, DIE AREA=~6400 um2, Net Sw Frac=41.8%, yosys aoi share=0%, Power Total=roughly 150 uW, # IOs=21, critical path endpoint category=output pin, Storage cell area=0 um2, top cell type by total area after synthesis=nor2_1, Fin Setup TNS=-1.36 ns, DP Wirelength=around 800 um, Leak=0.000256 uW, Comb power frac=100.0%, core box area=approximately 3400 um2, Starting DRT DRC Count=3, xor+xnor area frac=0%, Crit path largest cell delay=roughly 0.42 ns, Pre-Place Util=3.52%, number of global-route vias before repair=approximately 290, Max-slew headroom=between 80% and 90%, Log Warnings=34, die height=80 um, VDD IR-drop max=~0.000058 V, f_max=around 800 MHz, number of remaining DRC errors=0, CP Launch Point=in[2], max-cap violations=0, first-pass GRT wire length=between 1500 and 2000 um, std cell rows=21, critical path class=primary input to output pin, Pre-antenna DRT Iters=2, Hold Fails Final Rpt=0, CP Cell Sequence=buf_8 > or3b_4 > buf_6 > nor3_2 > buf_2, worst setup slack after layout=-0.248 ns, share of layout cells above drive strength 1=between 90% and 100%, Avg WL per Cell=10.0 um, initial antenna violation count=0, min-delay worst type=primary input to output pin, clock buf count=0, fin. max-slew vios=0, Net Switching=a little over 60 uW, largest net degree at the start of global routing=5, Least-Margin Pin Slew=between 0.2 and 0.25 ns, antenna violation net count after detailed routing=0, period utilization=125%, Crit Path Max Fanout=4, PwrDens=around 270 nW/um2, Top logic family=simple AND/OR/NAND/NOR gates, register area share after synthesis=0%, Tmin final=between 1 and 1.5 ns, synth cell count leaders=nor2_1 (11), nor3_1 (3), nand2b_1 (2), nand3b_1 (2), Worst Hold Slack=0.768 ns, mean post-synth cell area=roughly 5.2 um2, endpoints failing setup=16, DR vias=311, Int Power=around 87 uW, Post-Synth Simple-Gate Area=about 100%, status=finished, violations left, routed wire length=around 1100 um, Overflow after GRT=0, Synth top area share=34.4%, Hold Path Origin=in[2], Synth mux share=0%, Clock Power Share=0%, gpl congestion=0.742, RSZ-0062 raised after global routing=true, area grow syn2layout=353%, Crit path arrival time=approximately 1.1 ns, Synth Cell Area=roughly 120 um2, die x size=approximately 80 um, top-count cell post-synth=nor2_1, Flops=0, CP max stage cell=or3b_4, Synth Warn #=1, Gate Count Post-Synth=23, Yosys Instances=23, Adder Share, Synth=0%, Required @ worst endpoint=0.80 ns, IO Port Bufs=21
-- worst paths after layout --
check,endpoint,slack [ns],cells past startpoint
worst max-delay path,out[0],-0.25,5
worst min-delay path,out[8],0.77,4
-- critical path: cells and delay by family --
family,cells,cell delay [ns]
AND/OR/NAND/NOR,2,0.50
buffers and inverters,3,0.35
-- final cells by class --
cell class | instances | area [um2]
Timing Repair Buffer | 38 | 289
Multi-Input combinational cell | 23 | 198
Tap cell | 46 | 57.6
Fill cell | 389 | 2870
-- logic make-up after synthesis --
group	after synthesis
and+or+nand+nor	23
-- repair_timing --
| action | CTS | global route |
|---|---|---|
| hold buffers | 0 | 0 |
| gates cloned | 0 | 0 |
| pin swaps | 16 | 9 |
| setup buffers | 14 | 1 |
| gates resized | 96 | 7 |
| hold endpoints to repair | 0 | 0 |
| endpoints found under the setup margin | 16 | 15 |
-- power groups by stage --
stage	logic (uW)	clock network, uW	registers (uW)
4_1_cts	137	0	0
5_1_grt	160	0	0
6_report	149	0	0
-- layer usage --
metal	share of wire, %	GRT usage [%]	wire, um	vias to the layer above
met2	51	5.70	549	11
met4	0	0	0	0
met1	38	3.30	405	144
met3	11	1.02	118	0
li1	-	-	-	156
met5	0	0	0	-
-- cells in the final DEF, fill, tap and decap left out --
cell | Yosys | routed
nor2_4 | 0 | 3
nand2_1 | 1 | 1
nor2_1 | 11 | 3
buf_8 | 0 | 2
buf_2 | 0 | 18
buf_6 | 0 | 9
nand3_4 | 0 | 1
nor2_2 | 1 | 6
or3b_4 | 1 | 1
buf_4 | 0 | 9
nor3_2 | 1 | 4
nand3b_1 | 2 | 2
nand2b_4 | 0 | 2
-- metrics by stage --
step                cells  worst slack [ns]  cell area (um2)  util, %
detailed placement     93            -0.912              410     12.0
finish                107            -0.248              544     15.9
global route          107            -0.268              544     15.9
floorplan              23             0.118              120        -
CTS                   106            -0.248              510     14.9
global placement       93            -0.906              410     12.0
No activity file was given, so power comes from the tool's default toggle rates.
