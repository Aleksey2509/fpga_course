==> flow/design.v <==
module mod10_count ( input clk,
							input rstn,
							output reg[3:0] out);
	always @ (posedge clk) begin
		if (!rstn) begin
			out <= 0;
		end else begin
			if (out == 10)
				out <= 0;
			else
				out <= out + 1;
		end
	end
endmodule
==> flow/run.sh <==
#!/bin/bash
# OpenROAD 26Q1-2900-gdf79404cd8, Yosys 0.63+post, stock flow scripts
make -C /OpenROAD-flow-scripts/flow DESIGN_CONFIG=/design/flow/config.mk WORK_HOME=/design/flow/orfs finish
==> flow/config.mk <==
export PLATFORM = sky130hd
export DESIGN_NAME = mod10_count
export DESIGN_NICKNAME = mod10_count
export VERILOG_FILES = /design/flow/design.v
export SDC_FILE = /design/flow/constraint.sdc
export NUM_CORES = 4
export LEC_CHECK = 1
export CORE_AREA = 10 10 70 70
export DIE_AREA = 0 0 80 80
==> flow/constraint.sdc <==
current_design mod10_count

set clk_period 1.0
set clk_io_pct 0.2

create_clock -name clk0 -period $clk_period [get_ports {clk}]

set non_clock_inputs [all_inputs -no_clocks]
set_input_delay [expr $clk_period * $clk_io_pct] -clock clk0 $non_clock_inputs
set_output_delay [expr $clk_period * $clk_io_pct] -clock clk0 [all_outputs]
==> impl_metrics.yaml <==
# yosys + openroad results
logic_synthesis:
  synth_area_per_cell_um2: 9.22
  syn_area_um2: 175
  numSynthFlops: 4
  ys_cells: 19
  yosys_area_um2: 175
  ys_types: 12
  ys_seq_share_pct: 45.7
  netlist_instances: 19
  yosysWarningCount: 1
floorplanning:
  die_x_um: 80
  die_area_mm2: 0.00640
  fp.dieH_um: 80
  fp_util_pct: 5.13
  fp-row-count: 21
  pin_count: 6
  core_area_mm2: 0.00342
cts:
  cts_made_buffers: 3
  cts_tree: "built"
  clockBufferDepth: 2
  clkTransAtPathRegs_ns: 0.04
  htreeDepth: 1
  cts.sinks: 4
  clockRootBuffer: "clkbuf_4"
  clk_latency_ns: 0.24
power_and_ir_drop:
  powerDensity_mw_per_mm2: 1180
  power_leakage_nw: 0.160
  ir_drop_mv: 0.603
worst_hold_path:
  min-delay-start: "rstn"
  hp-class: "input port to register"
placement:
  post-place-ws_ns: -0.0753
  port_buffers: 5
  gp_congestion: 0.686
  placed_area_um2: 313
  dpl.hpwl_um: 417
final_timing:
  setup_viol: 2
  post-route-period-util_pct: 108
  setup_slack_ns: -0.0754
  drv_slew: 0
  relSlewSlack_pct: 89.8
  hold_violations: 0
  clock.fmax_ghz: 0.930
  skew_ns: 0.000964
  rsz0062_at_grt: "true"
  period_needed_ns: 1.08
  tightest_slew_ns: 0.153
detailed_routing:
  dr.pass1.iters: 2
  antenna_cells: 0
  wire_per_inst_um: 7.89
  wl_um: 631
  vias: 191
  ant_nets: 0
  drt_iter0_markers: 1
  avgViaCountPerCell: 2.39
  post-route-drc-count: 0
global_route:
  met3_usage_pct: 1.82
  antenna_found_initial: 0
  grt_pass1_wl_mm: 1.00
  grt_max_degree: 6
  grt.total_usage_pct: 2.11
  grt.overflow.total: 0
  grt_pass1_vias: 216
  grt.met2_usage_pct: 2.57
  met1_usage_pct: 2.66
  gr-max-usage-layer: "met1"
run_status:
  violations: "setup timing"
  outcome: "finished, violations left"
layout:
  final_cell_mix: "dfxtp_2 (4), buf_6 (4), nor2_1 (3), clkbuf_4 (3), buf_4 (3)"
  area_growth_pct: 139
  largest_register_ff_count: 4
  reg_top3: "out (4)"
  top_register: "out"
  final_cell_area_um2: 418
  drive_gt1_share_pct: 64.7
flow_run:
  maxCapViolCount: 0
  warnings: 28
critical_path:
  crit_fanout: 3
  crit_start: "out[0]"
  reg2reg_from: "out[0]"
  critPathKind: "register to register"
  worstPathArrival_ns: 1.21
  worstPathRequired_ns: 1.13
  start_kind: "register"
  cp-end-kind: "register"
-- cell families (layout without fill, tap and decap cells) --
logic type / count (synthesis) / count (layout) / share of synthesized area, %
simple gates: 9 / 9 / 26.4
flops: 4 / 4 / 45.7
compound gates: 3 / 3 / 11.4
fa+ha+maj: 2 / 2 / 14.3
buf+inv: 1 / 16 / 2.14
-- critical path, stage by stage, from the launching register on --
cell	delay, ns
dfxtp_2	0.31
buf_6	0.12
inv_4	0.05
ha_4	0.12
nand2b_1	0.06
and3_1	0.14
o21a_1	0.16
-- power breakdown --
group	switching, mW	internal [mW]	total [mW]
combinational	0.0422	0.0677	0.110
clock	0.0692	0.134	0.204
sequential	0.00684	0.173	0.179
-- path summary, 6_finish.rpt --
check | cells past startpoint | slack, ns | endpoint
worst max-delay path | 6 | -0.08 | out[3]
worst min-delay path | 2 | 0.60 | out[3]
worst max register to register | 6 | -0.08 | out[3]
worst min register to register | 3 | 0.62 | out[2]
-- repair_timing --
| item | CTS | global route |
|---|---|---|
| cloned | 0 | 0 |
| gates resized | 23 | 5 |
| buffers inserted | 2 | 1 |
| pin swaps | 5 | 5 |
| hold buffers | 0 | 0 |
| endpoints found under the setup margin | 8 | 8 |
-- per-stage QoR --
step	hold slack, ns	total power, mW	TNS, ns	std cells	util (%)
6_report	0.598	0.493	-0.0918	80	12.2
5_1_grt	0.619	0.533	-0.251	80	12.2
4_1_cts	0.598	0.483	-0.0968	79	11.7
3_5_place_dp	0.551	0.243	-0.292	74	9.16
3_3_place_gp	0.534	0.239	-0.0672	74	9.16
2_1_floorplan	0.317	0.198	0	19	-
-- final cells by class --
| type | count | area (um^2) |
|---|---|---|
| fill | 400 | 3000 |
| multi-input combinational | 14 | 135 |
| timing repair buffer | 12 | 111 |
| sequential | 4 | 85.1 |
| tap | 46 | 57.6 |
| clock buffer | 3 | 22.5 |
| inverter | 1 | 6.26 |
-- cells in the mapped netlist --
cell	count	area (um^2)
dfxtp_1	4	80.1
a21boi_0	1	7.51
ha_1	2	25.0
nand3b_1	1	7.51
and3_1	1	6.26
inv_1	1	3.75
nand3_1	1	5.00
nand2b_1	2	12.5
o21ai_0	1	5.00
o21a_1	1	7.51
nand2_1	1	3.75
nor2_1	3	11.3
-- metal layers --
layer	part of all wire (%)	up-vias	wire length, um
met4	2.7	0	17
met1	51	84	322
met5	0	-	0
met3	10	5	64
li1	-	93	-
met2	36	9	227
Power and IR drop assume default switching activity.
